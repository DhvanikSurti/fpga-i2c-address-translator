**flow/run.sh**
```bash
#!/bin/bash
# OpenROAD 26Q1-2900-gdf79404cd8, Yosys 0.63+post, stock flow scripts
make -C /OpenROAD-flow-scripts/flow DESIGN_CONFIG=/design/flow/config.mk WORK_HOME=/design/flow/orfs finish
```
**flow/config.mk**
```make
export PLATFORM = sky130hd
export DESIGN_NAME = i2c_master
export DESIGN_NICKNAME = i2c_master
export VERILOG_FILES = /design/flow/design.v
export SDC_FILE = /design/flow/constraint.sdc
export NUM_CORES = 4
export LEC_CHECK = 1
export CORE_AREA = 10 10 97 97
export DIE_AREA = 0 0 107 107
```
**flow/constraint.sdc**
```tcl
current_design i2c_master

set clk_period 3.0
set clk_io_pct 0.2

create_clock -name clk0 -period $clk_period [get_ports {clk}]

set non_clock_inputs [all_inputs -no_clocks]
set_input_delay [expr $clk_period * $clk_io_pct] -clock clk0 $non_clock_inputs
set_output_delay [expr $clk_period * $clk_io_pct] -clock clk0 [all_outputs]
```
**flow/design.v**
```verilog
`timescale 1ns/1ps
module i2c_master #(
    parameter CLK_FREQ = 50_000_000,
    parameter I2C_FREQ = 100_000
)(
    input  wire clk,
    input  wire rst_n,
    input  wire start_req,
    input  wire [6:0] slave_addr,
    input  wire rw_bit,
    input  wire [7:0] data_in,
    output wire busy,
    output wire ack_error,
    output wire done,
    inout  wire scl,
    inout  wire sda
);
    reg [2:0] state;
    reg [7:0] tx_data;
    reg [3:0] bit_counter;
    reg scl_reg, sda_reg;
    reg ack_err_reg, busy_reg, done_reg;
    localparam S_IDLE=3'b000, S_START=3'b001, S_ADDR=3'b010,
               S_ACK_ADDR=3'b011, S_DATA=3'b100,
               S_ACK_DATA=3'b101, S_STOP=3'b110;
    localparam I2C_HALF = (CLK_FREQ/(2*I2C_FREQ));
    reg [15:0] clk_cnt=0;
    wire scl_toggle = (clk_cnt==(I2C_HALF-1));
    always @(posedge clk or negedge rst_n) begin
        if(!rst_n) begin
            clk_cnt<=0; scl_reg<=1'b1;
        end else if(scl_toggle) begin
            clk_cnt<=0; scl_reg<=~scl_reg;
        end else begin
            clk_cnt<=clk_cnt+1'b1;
        end
    end
    assign scl = scl_reg ? 1'bz : 1'b0;
    assign sda = sda_reg ? 1'bz : 1'b0;
    always @(posedge clk or negedge rst_n) begin
        if(!rst_n) begin
            state<=S_IDLE; tx_data<=0; bit_counter<=0;
            sda_reg<=1; busy_reg<=0; ack_err_reg<=0; done_reg<=0;
        end else begin
            done_reg<=0;
            case(state)
                S_IDLE: begin
                    busy_reg<=0; ack_err_reg<=0; sda_reg<=1;
                    if(start_req && !busy_reg) begin
                        state<=S_START; busy_reg<=1;
                        tx_data<={slave_addr,rw_bit};
                    end
                end
                S_START: if(scl_toggle && scl_reg==1) begin
                    sda_reg<=0; state<=S_ADDR; bit_counter<=7;
                end
                S_ADDR: begin
                    if(scl_toggle && scl_reg==0) sda_reg<=tx_data[bit_counter];
                    else if(scl_toggle && scl_reg==1) begin
                        if(bit_counter==0) state<=S_ACK_ADDR;
                        else bit_counter<=bit_counter-1;
                    end
                end
                S_ACK_ADDR: begin
                    if(scl_toggle && scl_reg==0) sda_reg<=1;
                    else if(scl_toggle && scl_reg==1) begin
                        if(sda==1) begin
                            ack_err_reg<=1; state<=S_STOP;
                        end else begin
                            state<=S_DATA; tx_data<=data_in; bit_counter<=7;
                        end
                    end
                end
                S_DATA: begin
                    if(scl_toggle && scl_reg==0) sda_reg<=tx_data[bit_counter];
                    else if(scl_toggle && scl_reg==1) begin
                        if(bit_counter==0) state<=S_ACK_DATA;
                        else bit_counter<=bit_counter-1;
                    end
                end
                S_ACK_DATA: begin
                    if(scl_toggle && scl_reg==0) sda_reg<=1;
                    else if(scl_toggle && scl_reg==1) begin
                        if(sda==1) ack_err_reg<=1;
                        state<=S_STOP;
                    end
                end
                S_STOP: begin
                    if(scl_toggle && scl_reg==1) sda_reg<=0;
                    else if(scl_toggle && scl_reg==0) begin
                        sda_reg<=1; state<=S_IDLE; done_reg<=1;
                    end
                end
            endcase
        end
    end
    assign busy=busy_reg;
    assign ack_error=ack_err_reg;
    assign done=done_reg;
endmodule
`timescale 1ns/1ps
module i2c_slave #(parameter SLAVE_ADDR=7'b0110100)(
    input  wire clk,
    inout  wire scl,
    inout  wire sda
);
    reg [7:0] rx_data;
    reg sda_out_en, sda_out;
    reg [3:0] bit_counter;
    reg [2:0] state;
    localparam S_IDLE=3'b000, S_ADDR=3'b001, S_ACK_ADDR=3'b010,
               S_DATA=3'b011, S_ACK_DATA=3'b100, S_STOP=3'b101;
    assign sda = sda_out_en ? (sda_out?1'bz:1'b0) : 1'bz;
    always @(posedge clk) begin
        case(state)
            S_IDLE: if(scl==1 && sda==0) begin
                state<=S_ADDR; bit_counter<=7;
            end
            S_ADDR: if(scl==0) begin
                rx_data[bit_counter]<=sda;
                if(bit_counter==0) state<=S_ACK_ADDR;
                else bit_counter<=bit_counter-1;
            end
            S_ACK_ADDR: if(scl==0) begin
                if(rx_data[7:1]==SLAVE_ADDR && rx_data[0]==0) begin
                    sda_out_en<=1; sda_out<=0;
                end else begin
                    sda_out_en<=1; sda_out<=1;
                end
                state<=S_DATA; bit_counter<=7;
            end
            S_DATA: if(scl==0) begin
                rx_data[bit_counter]<=sda;
                if(bit_counter==0) state<=S_ACK_DATA;
                else bit_counter<=bit_counter-1;
            end
            S_ACK_DATA: if(scl==0) begin
                sda_out_en<=1; sda_out<=0;
                state<=S_STOP;
            end
            S_STOP: begin
                sda_out_en<=0;
                if(scl==1 && sda==1) state<=S_IDLE;
            end
        endcase
    end
endmodule
```
==> run_summary.xml <==
<?xml version="1.0" encoding="UTF-8"?>
<metrics>
  <group name="run_status">
    <metric name="outcome" unit="">completed</metric>
  </group>
  <group name="critical_path">
    <metric name="ff2ff_path_depth" unit="">6</metric>
    <metric name="critical_path.startpoint_type" unit="">register</metric>
    <metric name="cp_top_family" unit="">simple AND/OR/NAND/NOR gates</metric>
    <metric name="timing.critical_path.required" unit="ns">3.22</metric>
    <metric name="worstPathMaxFanout" unit="">11</metric>
    <metric name="critical_path_class" unit="">register to register</metric>
    <metric name="critPathSlowestCell" unit="">sky130_fd_sc_hd__nor3_2</metric>
    <metric name="cell_breakdown_of_the_critical_path" unit="">inv_1 -&gt; ha_1 -&gt; nor4b_2 -&gt; nand4_2 -&gt; nor3_2 -&gt; a32o_1</metric>
    <metric name="worstReg2RegStart" unit="">clk_cnt[1]</metric>
    <metric name="worst_r2r_endpoint" unit="">state[0]</metric>
    <metric name="critPathBufInv" unit="">1</metric>
    <metric name="critical-path-max-stage-delay" unit="ns">0.57</metric>
    <metric name="timing.critical_path.arrival" unit="ns">2.19</metric>
    <metric name="worst_setup_path_end_kind" unit="">register</metric>
    <metric name="reg2reg_slack" unit="ns">1.03</metric>
  </group>
  <group name="grt">
    <metric name="antenna_violations_before_repair" unit="">0</metric>
    <metric name="grt_first_pass_wirelength" unit="µm">4705</metric>
    <metric name="global_route.usage.total" unit="%">4.764</metric>
    <metric name="grt_start_max_net_pins" unit="">32</metric>
    <metric name="global_route.overflow_total" unit="">0</metric>
    <metric name="number_of_global_route_vias_before_repair" unit="">1037</metric>
  </group>
  <group name="route">
    <metric name="n_antenna_cell" unit="">0</metric>
    <metric name="routed_via_density" unit="">4.127</metric>
    <metric name="drcViolationCount" unit="">0</metric>
    <metric name="wire_length_after_detailed_routing" unit="µm">2546</metric>
    <metric name="drt-wirelength-per-cell" unit="µm">10.14</metric>
    <metric name="antenna_left" unit="">0</metric>
    <metric name="number_of_vias_in_the_routed_layout" unit="">1036</metric>
    <metric name="dr.pass1.iters" unit="">4</metric>
    <metric name="initialDrtViolationCount" unit="">110</metric>
  </group>
  <group name="final_timing">
    <metric name="post-route-min-period" unit="ns">1.966</metric>
    <metric name="final-setup-viol-count" unit="">0</metric>
    <metric name="fmax" unit="MHz">508.6</metric>
    <metric name="report.final.slew_viol_count" unit="">0</metric>
    <metric name="timing.slew.headroom" unit="%">53.49</metric>
    <metric name="grt_setup_unrepaired" unit="">false</metric>
    <metric name="finalWorstSetupSlack" unit="ns">1.034</metric>
    <metric name="timing.setup.tns" unit="ns">0</metric>
    <metric name="skew" unit="ns">0.002589</metric>
    <metric name="worst_hold_slack" unit="ns">0.4894</metric>
    <metric name="post_layout_period_usage_of_the_worst_path" unit="%">65.54</metric>
    <metric name="hold_viol" unit="">0</metric>
    <metric name="worstMarginPinSlew" unit="ns">0.6939</metric>
  </group>
  <group name="clock_network">
    <metric name="hold_buffer_count_at_cts" unit="">0</metric>
    <metric name="clockRootBuffer" unit="">sky130_fd_sc_hd__clkbuf_8</metric>
    <metric name="post_cts.resized_instances" unit="">0</metric>
    <metric name="tritoncts" unit="">built</metric>
    <metric name="clk_transition_reported_paths" unit="ns">0.06</metric>
    <metric name="max-clock-path-buffers" unit="">2</metric>
    <metric name="clock-sinks" unit="">31</metric>
    <metric name="cts_buffers" unit="">5</metric>
    <metric name="cts_post_setup_buffers_inserted" unit="">0</metric>
    <metric name="clock.latency.late_pin" unit="ns">0.28</metric>
    <metric name="htreeDepth" unit="">2</metric>
  </group>
  <group name="die">
    <metric name="cell_rows" unit="">31</metric>
    <metric name="chipArea" unit="mm²">0.01145</metric>
    <metric name="fp_util" unit="%">20.86</metric>
    <metric name="die-width" unit="µm">107</metric>
    <metric name="die_h" unit="µm">107</metric>
    <metric name="io_pins" unit="">24</metric>
    <metric name="floorplan.core_area" unit="mm²">0.007292</metric>
  </group>
  <group name="pwr">
    <metric name="seq_power_share" unit="%">53.1</metric>
    <metric name="p_leak" unit="nW">0.7667</metric>
    <metric name="power.share.clock" unit="%">45.4</metric>
    <metric name="power.density" unit="mW/mm²">445.9</metric>
    <metric name="power.share.switching" unit="%">19.90</metric>
    <metric name="p_total" unit="µW">787.2</metric>
    <metric name="power.ir.vdd_worst" unit="mV">0.1302</metric>
    <metric name="power.switching" unit="µW">156.7</metric>
    <metric name="comb_power_share" unit="%">1.4</metric>
    <metric name="p_int" unit="µW">630.5</metric>
  </group>
  <group name="yosys">
    <metric name="ys_types" unit="">43</metric>
    <metric name="postSynth.asyncResetShare" unit="%">100.0</metric>
    <metric name="netlist_top_cells_area" unit="">sky130_fd_sc_hd__dfrtp_1, sky130_fd_sc_hd__xor2_1, sky130_fd_sc_hd__nor2_1</metric>
    <metric name="yosysCellCount" unit="">144</metric>
    <metric name="synth_warnings" unit="">5</metric>
    <metric name="synthDominantCellAreaShare" unit="%">47.70</metric>
    <metric name="post_synthesis_cell_type_with_the_largest_combined_area" unit="">sky130_fd_sc_hd__dfrtp_1</metric>
    <metric name="synth_top_cell_by_count" unit="">sky130_fd_sc_hd__dfrtp_1</metric>
    <metric name="enable_flop_cells" unit="">0</metric>
    <metric name="primary_flip_flop_cell_chosen_by_synthesis_mapping" unit="">sky130_fd_sc_hd__dfrtp_1</metric>
    <metric name="avgSynthCellArea" unit="µm²">10.57</metric>
    <metric name="post_synth_inst_count" unit="">144</metric>
    <metric name="syn_area" unit="mm²">0.001521</metric>
    <metric name="sequential_share_of_the_synthesized_area" unit="%">51.15</metric>
    <metric name="yosys_register_bits" unit="">31</metric>
    <metric name="synthTopCellsByCount" unit="">sky130_fd_sc_hd__dfrtp_1, sky130_fd_sc_hd__nor2_1, sky130_fd_sc_hd__inv_1</metric>
    <metric name="synth-area-yosys" unit="mm²">0.001521</metric>
  </group>
  <group name="final_layout">
    <metric name="stdcell_count" unit="">251</metric>
    <metric name="final_layout_size_suffix_gt1_share" unit="%">11.84</metric>
    <metric name="layout-area-overhead-vs-synth" unit="%">16.04</metric>
    <metric name="largest_reg_flops" unit="">16</metric>
    <metric name="largest_register" unit="">clk_cnt</metric>
    <metric name="stdcell_area" unit="mm²">0.001765</metric>
    <metric name="reg.largest.list" unit="">clk_cnt (16), state (7), bit_counter (4)</metric>
    <metric name="finalCoreUtilization" unit="%">24.21</metric>
  </group>
  <group name="placement">
    <metric name="globalplace.congestion" unit="">0.7645</metric>
    <metric name="io_buffers" unit="">5</metric>
    <metric name="postPlaceCellArea" unit="mm²">0.001665</metric>
    <metric name="pre_cts_ws" unit="ns">1.063</metric>
    <metric name="place.detailed.instances" unit="">243</metric>
    <metric name="detailed_place_hpwl" unit="µm">1774</metric>
  </group>
  <group name="worst_hold_path">
    <metric name="hp-start" unit="">clk_cnt[0]</metric>
    <metric name="min-delay-path-class" unit="">register to register</metric>
    <metric name="holdPathStages" unit="">1</metric>
    <metric name="worst_hold_path.endpoint" unit="">clk_cnt[0]</metric>
  </group>
  <group name="job">
    <metric name="stage_log_warnings" unit="">42</metric>
    <metric name="count_of_maximum_capacitance_violations" unit="">0</metric>
  </group>
</metrics>
## final cells by class
class	instances	area, µm²
Clock buffer	8	100.1
Fill cell	789	5527
Inverter	11	41.29
Multi-Input combinational cell	96	664.4
Sequential cell	31	778.2
Tap cell	99	123.9
Timing Repair Buffer	6	57.56
## power by group through the flow
stage                 registers (mW)  clock network [mW]  logic [mW]
after CTS                      0.418               0.366      0.0125
after global routing           0.418               0.388      0.0139
final                          0.418               0.358      0.0113
## metal layers
metal / wire length (µm) / track usage (%) / up-vias
met3: 110 / 1.637 / 6
met1: 1308 / 6.784 / 499
met5: 0 / 0 / -
met4: 43 / 0.6770 / 0
li1: - / - / 520
met2: 1083 / 7.024 / 11
## cells in the final DEF (no fill, tap or decap), types with 2 or more instances in the layout
cell                               n
sky130_fd_sc_hd__nor2_1           16
sky130_fd_sc_hd__xor2_1            8
sky130_fd_sc_hd__clkbuf_8          7
sky130_fd_sc_hd__a22o_1            3
sky130_fd_sc_hd__xnor2_1           6
sky130_fd_sc_hd__dfrtp_1          29
sky130_fd_sc_hd__nand4_1           4
sky130_fd_sc_hd__inv_1            11
sky130_fd_sc_hd__nor3_1            4
sky130_fd_sc_hd__or3_1             2
sky130_fd_sc_hd__conb_1            2
sky130_fd_sc_hd__dfstp_2           2
sky130_fd_sc_hd__and3_1            2
sky130_fd_sc_hd__nor4_1            2
sky130_fd_sc_hd__and4_1            2
sky130_fd_sc_hd__nand3_1          10
sky130_fd_sc_hd__o21ai_0           4
sky130_fd_sc_hd__nand2_1           7
sky130_fd_sc_hd__ha_1              3
sky130_fd_sc_hd__clkdlybuf4s50_1   5
## worst max-delay path by stage
stage	start	endpoint	slack, ns	cells past startpoint
after CTS	clk_cnt[1]	state[0]	1.04	6
after global routing	clk_cnt[1]	state[0]	0.88	6
final	clk_cnt[1]	state[0]	1.03	6
## worst register-to-register path, delay by kind of cell (launching register included)
kind / cells / cell delay [ns]
adders and majority gates: 1 / 0.12
DFF: 1 / 0.39
AOI/OAI and AO/OA: 1 / 0.26
buffers and inverters: 1 / 0.06
and+or+nand+nor: 3 / 1.08
## kinds of logic (layout without fill, tap and decap cells)
family	count (synthesis)	in the layout	synth area share, %
adder cells (fa/ha/maj)	3	3	2.467
AND-OR/OR-AND	18	18	9.623
buffers and inverters	18	25	5.427
AND/OR/NAND/NOR	58	58	22.37
multiplexers	1	1	0.6579
XOR/XNOR	14	14	8.059
other	1	2	0.2465
flip-flops	31	31	51.15
Power and IR drop assume default switching activity.
